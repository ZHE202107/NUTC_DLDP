==> ./run.sh <==
#!/bin/bash
# OpenROAD 26Q1-2900-gdf79404cd8, Yosys 0.63+post, stock flow scripts
make -C /OpenROAD-flow-scripts/flow DESIGN_CONFIG=/design/flow/config.mk WORK_HOME=/design/flow/orfs finish
==> ./config.mk <==
export PLATFORM = sky130hd
export DESIGN_NAME = BCD
export DESIGN_NICKNAME = BCD
export VERILOG_FILES = /design/flow/design.v
export SDC_FILE = /design/flow/constraint.sdc
export NUM_CORES = 4
export LEC_CHECK = 1
export CORE_AREA = 10 10 70 70
export DIE_AREA = 0 0 80 80
==> ./constraint.sdc <==
current_design BCD

set clk_period 1.1
set clk_io_pct 0.2

create_clock -name clk0 -period $clk_period [get_ports {clk}]

set non_clock_inputs [all_inputs -no_clocks]
set_input_delay [expr $clk_period * $clk_io_pct] -clock clk0 $non_clock_inputs
set_output_delay [expr $clk_period * $clk_io_pct] -clock clk0 [all_outputs]
==> ./design.v <==
module BCD(clk, rst_asyn, Q_out);
input clk;  
input rst_asyn;  
output [3:0] Q_out;  
reg [3:0] Q_out;
initial
begin
    Q_out=4'b0;
end
always@(posedge clk or posedge rst_asyn)
begin
    if (rst_asyn)
        Q_out = 0;
    else if(Q_out == 9)
        Q_out = 0;
    else
        Q_out=Q_out+1;
end
endmodule
==> job_summary.md <==
### Metrics collected by this job

| Metric | Value |
|---|---|
| Status | `completed` |
| FF-to-FF Start | `Q_out[1]$_DFF_PP0_` |
| ANT cells | `0` |
| Cell Type Count | `9` |
| Post-synth ARST share | `100%` |
| Sequential-to-total area share from yosys stat | `59.3%` |
| Via density | `2.12` |
| WL/cell | `6.64 um` |
| Cell area leaders | `dfrtp_1 (59%), inv_1 (8.9%), mux2i_1 (5.9%), o21ai_1 (5.9%), a22o_1 (5.2%)` |
| Final setup viols | `0` |
| GRT overflow | `0` |
| Top FF cell, synth | `dfrtp_1` |
| Actual slew at the worst max-slew pin | `0.167 ns` |
| CP max-delay cell | `dfrtp_1` |
| Die Area | `0.00640 mm2` |
| Yosys chip area | `169 um2` |
| Internal power | `274 uW` |
| Initial core utilization | `4.95%` |
| First-pass GRT wire length | `765 um` |
| Vias | `159` |
| Kind of critical path | `flop to output port` |
| Largest net degree at the start of global routing | `7` |
| First-pass iteration count of the detailed router | `4` |
| Die extent in x | `80 um` |
| Syn Inst Count | `16` |
| Hold_ws | `0.171 ns` |
| Combinational share of power | `1.9%` |
| Largest register FFs | `4` |
| Pleak | `0.000145 uW` |
| CTS buffer count | `3` |
| Hold WC Path Type | `input pin to async pin` |
| Setup_tns | `0 ns` |
| Crit path DAT | `0.81 ns` |
| Detail Route Antenna Nets | `0` |
| Switching power | `71.6 uW` |
| H-tree depth | `1` |
| Achievable frequency | `967 MHz` |
| Delay of the slowest cell on the worst path | `0.37 ns` |
| Share of layout cells above drive strength 1 | `27.6%` |
| GRT Overall Usage | `1.62%` |
| FF-to-FF setup slack | `0.11 ns` |
| YS warnings | `1` |
| Clock power share | `55.3%` |
| RSZ-0062 raised after global routing | `no` |
| GPL Wtd Cong | `0.656` |
| Clock tree from TritonCTS | `built` |
| Syn avg cell area | `10.6 um2` |
| Placed Area | `307 um2` |
| Critical Path Start | `Q_out[2]$_DFF_PP0_` |
| Startpoint types | `flop` |
| Count of library flops with an enable pin | `0` |
| CP top delay family | `flip-flops` |
| Area share, top type | `59.3%` |
| Vias in the first global route | `163` |
| Fin. Hold Viols | `0` |
| Crit path depth | `1` |
| Chip Height | `80 um` |
| Root cell of the clock tree | `clkbuf_4` |
| Core area | `0.00342 mm2` |
| Clock latency (worst-skew pair) | `0.24 ns` |
| PwrDens | `1030 mW/mm2` |
| Peak VDD IR | `0.335 mV` |
| Antenna violations before repair | `0` |
| Commonest cells post-synth | `dfrtp_1 (4), inv_1 (4), o21ai_1 (2)` |
| Sequential group share of total power | `42.8%` |
| Dpl hpwl | `376 um` |
| CP bufs+invs | `1` |
| Crit-path max FO | `2` |
| Fill count | `407` |
| Yosys Instances | `16` |
| CP cell instances | `clkdlybuf4s15_1` |
| Synth area leader | `dfrtp_1` |
| Synthesis-stage register bit count | `4` |
| Tool warnings | `25` |
| I/O Pins | `6` |
| Drt drc | `0` |
| Worst Reg-to-Reg Cells | `4` |
| Clock Path Buffers | `2` |
| Mapped Area | `169 um2` |
| Required @ worst endpoint | `0.88 ns` |
| Fin crit share | `94.0%` |
| # rows | `21` |
| Final Critical Period | `1.03 ns` |
| Switching portion of total power | `20.7%` |
| Skew final | `0.00207 ns` |
| Final instance area | `337 um2` |
| Crit end category | `output port` |
| Final wirelength | `498 um` |
| Max-cap check violation count | `0` |
| Area Growth Syn to Fin | `99.3%` |
| Worst slew margin | `88.9%` |
| Clock Pin Slew Worst Setup and Hold Paths | `0.04 ns` |
| Clock sink total | `4` |
| Count of final max-slew check failures | `0` |
| Initial DRC count | `1` |
| # port buffers | `5` |
[cell families after synthesis]
logic type,after synthesis,synth area share [%]
AND-OR/OR-AND,4,14.1
AND/OR/NAND/NOR,2,6.67
flip-flops,4,59.3
XOR/XNOR,1,5.19
buffers and inverters,4,8.89
multiplexers,1,5.93
[final timing paths]
kind / end
max: Q_out[2]
min: Q_out[0]$_DFF_PP0_
max reg2reg: Q_out[3]$_DFF_PP0_
min reg2reg: Q_out[0]$_DFF_PP0_
max in group asynchronous: Q_out[3]$_DFF_PP0_
min in group clk0: Q_out[0]$_DFF_PP0_
[timing repair]
item | in CTS | in global routing
buffers inserted | 1 | 0
hold buffers | 0 | 0
endpoints found under the setup margin | 4 | 3
gates resized | 5 | 3
[metrics by stage]
| step | total power, uW | std cells | setup WS [ns] | util [%] |
|---|---|---|---|---|
| global route | 374 | 75 | 0.0248 | 9.85 |
| CTS | 353 | 75 | 0.00745 | 9.74 |
| global placement | 156 | 71 | 0.0621 | 8.97 |
| floorplan | 152 | 16 | 0.232 | - |
| detailed placement | 157 | 71 | 0.0508 | 8.97 |
| finish | 345 | 75 | 0.0656 | 9.85 |
[placed cells by master, fill, tap and decap left out, drive strengths merged]
cell,synthesis,final
clkdlybuf4s15,0,4
a22o,1,1
clkdlybuf4s50,0,1
xnor2,1,1
clkbuf,0,3
o21ai,3,3
nand2,1,1
nand3b,1,1
buf,0,5
inv,4,4
dfrtp,4,4
mux2i,1,1
[per-layer routing]
| layer | vias to the layer above | global-route usage [%] | wire length, um |
|---|---|---|---|
| met5 | - | 0 | 0 |
| met4 | 0 | 0.176 | 0 |
| met2 | 10 | 1.44 | 131 |
| met3 | 0 | 1.70 | 64 |
| li1 | 78 | - | - |
| met1 | 71 | 2.41 | 302 |
[power by group through the flow]
stage         combinational (uW)  sequential (uW)  clock, uW
CTS                         6.72              148        199
global route                7.15              148        219
finish                      6.66              148        191
[layout make-up]
type | count | area (um2) | share of cell area [%]
Inverter | 4 | 15.0 | 4.46
Timing Repair Buffer | 10 | 87.6 | 26.0
Tap cell | 46 | 57.6 | 17.1
Multi-Input combinational cell | 8 | 53.8 | 16.0
Sequential cell | 4 | 100 | 29.7
Clock buffer | 3 | 22.5 | 6.69
Power is estimated from default activity; no workload was simulated.
